`./run.sh`:
```
#!/bin/bash
# OpenROAD 26Q1-2900-gdf79404cd8, Yosys 0.63+post, stock flow scripts
make -C /OpenROAD-flow-scripts/flow DESIGN_CONFIG=/design/flow/config.mk WORK_HOME=/design/flow/orfs finish
```
`./config.mk`:
```
export PLATFORM = sky130hd
export DESIGN_NAME = MC_MIPS_Programmed_TL
export DESIGN_NICKNAME = MC_MIPS_Programmed_TL
export VERILOG_FILES = /design/flow/design.v
export SDC_FILE = /design/flow/constraint.sdc
export NUM_CORES = 4
export LEC_CHECK = 1
export CORE_UTILIZATION = 30
```
`./constraint.sdc`:
```
current_design MC_MIPS_Programmed_TL

set clk_period 31.9
set clk_io_pct 0.2

create_clock -name clk0 -period $clk_period [get_ports {ph1}]

set non_clock_inputs [all_inputs -no_clocks]
set_input_delay [expr $clk_period * $clk_io_pct] -clock clk0 $non_clock_inputs
set_output_delay [expr $clk_period * $clk_io_pct] -clock clk0 [all_outputs]
```
`./design.v`:
```
module A_reg (
    input           ph1, reset,
    input   [7:0]   Read_data_1,
    output  reg     [7:0]   A_data = 8'b00000000
);
    always @(posedge ph1) begin
		if (reset) begin
			A_data <= 8'b00000000;
		end else begin
			A_data <= Read_data_1;
		end
	end
endmodule
module ALU (
    input signed   [7:0]   A, B,
    input   [2:0]   ALUControl,
    output  reg             Zero,
    output  reg     [7:0]   ALU_result
);
    always @(*) begin
        case (ALUControl)
            3'b010: begin             
                ALU_result <= A + B;
            end
            3'b110: begin             
                ALU_result <= A - B;
            end
            3'b000: begin             
                ALU_result <= A & B;
            end
            3'b001: begin             
                ALU_result <= A | B;
            end
            3'b111: begin             
                if (A < B)
                    ALU_result <= 8'b00000001;
                else
                    ALU_result <= 8'b00000000;
            end
            default: begin
                Zero <= 1'b0;
                ALU_result <= 8'b00000000;
            end
        endcase
        if ((A - B) == 0) begin
            Zero <= 1'b1;
        end else begin
            Zero <= 1'b0;
        end
    end
endmodule
module ALUOut (
    input           ph1, reset,
    input   [7:0]   ALU_result,
    output  reg     [7:0]   ALU_out = 8'b0
);
    always @(posedge ph1) begin
		if (reset) begin
		 ALU_out <= 8'b0;
		end else begin
		 ALU_out <= ALU_result;
		end
	end
endmodule
module ALU_controller (
    input   [1:0]   ALUOp,
    input   [31:0]  Instruction,
    output  reg     [2:0]   ALUControl
);
    wire [5:0] funct;
    assign funct = Instruction[5:0];
    always @(*) begin
        case (ALUOp)
            2'b00:
                ALUControl <= 3'b010;  
            2'b01:
                ALUControl <= 3'b110;  
            2'b10:
                case (funct)
                    6'b100000:
                        ALUControl <= 3'b010;  
                    6'b100010:
                        ALUControl <= 3'b110;  
                    6'b100100:
                        ALUControl <= 3'b000;  
                    6'b100101:
                        ALUControl <= 3'b001;  
                    6'b101010:
                        ALUControl <= 3'b111;  
                    default: 
                        ALUControl <= 3'b000;  
                endcase
            2'b11: 
                ALUControl <= 3'b000;  
            default: 
                ALUControl <= 3'b000;
        endcase
    end
endmodule
module B_reg (
    input           ph1, reset,
    input   [7:0]   Read_data_2,
    output  reg     [7:0]   B_data = 8'b0
);
    always @(posedge ph1) begin
		if (reset) begin
			B_data <= 8'b0;
		end else begin
			B_data <= Read_data_2;
		end
	end
endmodule
module Branch_logic (
    input Zero, PCWriteCond, PCWrite,
    output PCEn
);
    assign PCEn = (Zero & PCWriteCond) | PCWrite;
endmodule
module  Control (
    input   ph1, reset,
    input   Zero,
    input   [31:0]   Instruction,
    output  reg MemWrite, MemRead, 
    output  reg MemtoReg,
    output  reg PCWriteCond, PCWrite,
    output  reg IorD,
    output  reg IRWrite0, IRWrite1, IRWrite2, IRWrite3,
    output  reg RegDst,
    output  reg RegWrite,
    output  reg ALUSrcA,
    output  reg [1:0]   ALUSrcB,
    output  reg [1:0]   ALUOp,
    output  reg [1:0]   PCSource
);
    wire [5:0] Op;
    assign Op = Instruction[31:26];
    reg [3:0] state;
	always @(posedge ph1) begin
        MemRead  = 1'b0;
	MemtoReg = 1'b0;
        MemWrite = 1'b0;
        RegWrite = 1'b0;
	RegDst	 = 1'b0;
        PCWrite  = 1'b0;
        PCWriteCond =1'b0;
        IRWrite0     = 1'b0;
	IRWrite1     = 1'b0;
	IRWrite2     = 1'b0;
	IRWrite3     = 1'b0;
        case (state)
            4'b0000: begin   
                MemRead     = 1'b1;
                ALUSrcA     = 1'b0;
                IorD        = 1'b0;
        	IRWrite0    = 1'b1;
		IRWrite1    = 1'b0;
		IRWrite2    = 1'b0;
		IRWrite3    = 1'b0;
                ALUSrcB     = 2'b01;
                ALUOp       = 2'b00;
                PCSource    = 2'b00;
		PCWrite     = 1'b1;
		RegDst      = 1'b0;
		MemtoReg    = 1'b0;
                state       = 4'b0001;
            end    
            4'b0001: begin  
                MemRead     = 1'b1;
                ALUSrcA     = 1'b0;
                IorD        = 1'b0;
                IRWrite0    = 1'b0;
		IRWrite1    = 1'b1;
		IRWrite2    = 1'b0;
		IRWrite3    = 1'b0;
                ALUSrcB     = 2'b01;
                ALUOp       = 2'b00;
                PCSource    = 2'b00;
		PCWrite     = 1'b1;
                state       = 4'b0010; 
            end  
            4'b0010: begin  
                MemRead     = 1'b1;
                ALUSrcA     = 1'b0;
                IorD        = 1'b0;
        	IRWrite0    = 1'b0;
		IRWrite1    = 1'b0;
		IRWrite2    = 1'b1;
		IRWrite3    = 1'b0;
                ALUSrcB     = 2'b01;
                ALUOp       = 2'b00;
                PCSource    = 2'b00;
		PCWrite     = 1'b1;
                state       = 4'b0011; 
            end  
            4'b0011: begin  
                MemRead     = 1'b1;
                ALUSrcA     = 1'b0;
                IorD        = 1'b0;
        	IRWrite0    = 1'b0;
		IRWrite1    = 1'b0;
		IRWrite2    = 1'b0;
		IRWrite3    = 1'b1;
                ALUSrcB     = 2'b01;
                ALUOp       = 2'b00;
                PCSource    = 2'b00;
		PCWrite     = 1'b1; 
                state       = 4'b0100;
            end  
            4'b0100: begin  
                MemRead     = 1'b0;
                ALUSrcA     = 1'b0;
                ALUSrcB     = 2'b11;
                ALUOp       = 2'b00;
                case (Op)
                    6'b000000: begin     
                        state   = 4'b1001;
                    end
                    6'b001000: begin     
                        state   = 4'b1101;
                    end
                    6'b000100: begin     
                        state   = 4'b1011;
                    end
                    6'b000010: begin     
                        state   = 4'b1100;
                    end
                    6'b100000: begin     
                        state   = 4'b0101;
                    end
                    6'b101000: begin     
                        state   = 4'b0101;
                    end 
                    default: 
                        state   = 4'b0000; 
                endcase
            end  
            4'b0101: begin  
                ALUSrcA = 1'b1;
                ALUSrcB = 2'b10;
                ALUOp   = 2'b00;
                if (Op == 6'b100000) begin
                    state = 4'b0110; 
                end else begin 
                    state = 4'b1000; 
		end
            end  
            4'b0110: begin  
                MemRead = 1'b1;
                IorD    = 1'b1;
                state   = 4'b0111;
            end  
            4'b0111: begin  
                RegDst  = 1'b0;
                RegWrite = 1'b1;
                MemtoReg = 1'b1; 
                state   = 4'b0000;
            end  
            4'b1000: begin  
                MemWrite = 1'b1;
                IorD    = 1'b1;
                state = 4'b0000;
            end  
            4'b1001: begin  
                ALUSrcA = 1'b1;
                ALUSrcB = 2'b00;
                ALUOp   = 2'b10;
                state   = 4'b1010;
            end  
            4'b1010: begin  
                RegDst = 1'b1;
                RegWrite = 1'b1;
                state = 4'b0000;
            end  
            4'b1011: begin  
                ALUSrcA = 1'b1;
                ALUSrcB = 2'b00;
                ALUOp   = 2'b01;
                PCWriteCond = 1'b1;
                PCSource = 2'b01;
                state   = 4'b0000;
            end 
            4'b1100: begin  
                PCWrite = 1'b1;
                PCSource = 2'b10;
                state = 4'b0000;
            end
	    4'b1101: begin  
		ALUSrcA = 1'b1;
		ALUSrcB = 2'b10;
		ALUOp = 2'b00;
		state = 4'b1110;
	    end
	    4'b1110: begin  
                RegDst = 1'b0;
                RegWrite = 1'b1;
                state = 4'b0000;
            end   
            default:  begin
                MemRead     = 1'b1;
                ALUSrcA     = 1'b0;
                IorD        = 1'b0;
        	IRWrite0    = 1'b1;
		IRWrite1    = 1'b0;
		IRWrite2    = 1'b0;
		IRWrite3    = 1'b0;
                ALUSrcB     = 2'b01;
                ALUOp       = 2'b00;
                PCSource    = 2'b00; 
                state       = 4'b0001;
            end  
        endcase
        if (reset) begin
            	state = 4'b0000;
	end
    end
endmodule
module Instruction_register (
    input           ph1, reset,
    input   [7:0]   MemData,
    input	    IRWrite0, IRWrite1, IRWrite2, IRWrite3,
    output 	reg    	[31:0]  Instruction
);
    reg     [7:0]   data0, data1, data2, data3;
    always @(posedge ph1) begin
        if (reset) begin
            data0 = 8'b00000000;
            data1 = 8'b00000000;
            data2 = 8'b00000000;
            data3 = 8'b00000000;
        end else begin
		if (IRWrite0) begin
			data0 = MemData;
		end else if (IRWrite1) begin
			data1 = MemData;
		end else if (IRWrite2) begin
			data2 = MemData;
		end else if (IRWrite3) begin
			data3 = MemData;
		end
        end
	Instruction <= {data0,data1,data2,data3};
    end
endmodule
module MC_MIPS_Programmed_TL (
    	input           ph1, reset,
	output [7:0]	ans
);
    wire [7:0]  pc_in, pc_out;
    wire [7:0]  RegData;
    wire [4:0]  Write_register;
    wire [7:0]  Read_data_1, Read_data_2;
    wire [7:0]  A, B;
    wire [7:0]  ALU_result;
    wire [2:0]  ALUControl;
    wire [7:0]  Jump_address;
	wire [7:0] A_data, B_data;
	wire [7:0] ALU_out;
	wire [7:0] Write_data;
	wire [7:0] Address, MemData;
	wire MemRead, MemWrite;
    wire Zero;
    wire [31:0]   Instruction;
    wire MemtoReg;
    wire PCWriteCond, PCWrite, PCEn;
    wire IorD;
    wire IRWrite0, IRWrite1, IRWrite2, IRWrite3;
    wire RegDst;
    wire RegWrite;
    wire ALUSrcA;
    wire [1:0]   ALUSrcB;
    wire [1:0]   ALUOp;
    wire [1:0]   PCSource;
	wire [7:0] inst70;
	assign inst70 = Instruction[7:0];
    	wire [4:0] inst2521, inst2016, inst1511;
    	assign inst2521 = Instruction[25:21];
    	assign inst2016 = Instruction[20:16];
    	assign inst1511 = Instruction[15:11];
    wire [7:0] one;
    assign one = 8'b00000001;
    PC pc (
	.reset(reset),
	.ph1(ph1),
	.PCEn(PCEn),
        .pc_in(pc_in),
        .pc_out(pc_out)
    );
	Memory_prog memory (
        	.ph1(ph1),
        	.reset(reset),
        	.Address(Address),
        	.Write_data(B_data),
        	.MemRead(MemRead),
        	.MemWrite(MemWrite),
        	.MemData(MemData),
		.ans(ans)
    	);
    mux2_1 iord(
        .A(pc_out),
        .B(ALU_out),
        .Y(Address),
        .sel(IorD)
    );
    Instruction_register instruction_register (
        .ph1(ph1),
        .reset(reset),
        .MemData(MemData),
        .Instruction(Instruction),
        .IRWrite0(IRWrite0),
	.IRWrite1(IRWrite1),
	.IRWrite2(IRWrite2),
	.IRWrite3(IRWrite3)
    );
    Memory_data_register memory_data_register (
        .ph1(ph1),
        .reset(reset),
        .MemData(MemData),
        .RegData(RegData)
    );
    mux2_1 memtoreg (
        .sel(MemtoReg),
        .A(ALU_out),
        .B(RegData),
        .Y(Write_data)
    );
    mux2_1_5b regdst (
        .sel(RegDst),
        .A(inst2016),
        .B(inst1511),
        .Y(Write_register)
    );
    Registers registers (
        .ph1(ph1),
        .reset(reset),
        .Read_register_1(inst2521),
        .Read_register_2(inst2016),
        .Write_register(Write_register),
        .Write_data(Write_data),
        .RegWrite(RegWrite),
        .Read_data_1(Read_data_1),
        .Read_data_2(Read_data_2)
    );
    A_reg a_reg (
        .ph1(ph1),
        .reset(reset),
        .Read_data_1(Read_data_1),
        .A_data(A_data)
    );
    B_reg b_reg (
        .ph1(ph1),
        .reset(reset),
        .Read_data_2(Read_data_2),
        .B_data(B_data)
    );
    mux2_1 alusca (
        .A(pc_out),
        .B(A_data),
        .Y(A),
        .sel(ALUSrcA)
    );
    mux4_1 alusrcb (
        .A(B_data),
        .B(one),
        .C(inst70),
        .D(inst70),
        .Y(B),
        .sel(ALUSrcB)
    );
    ALU alu (
        .ALUControl(ALUControl),
        .A(A),
        .B(B),
        .ALU_result(ALU_result),
        .Zero(Zero)
    );
    ALU_controller alu_controller (
        .Instruction(Instruction),
        .ALUOp(ALUOp),
        .ALUControl(ALUControl)
    );
    ALUOut aluout (
        .ph1(ph1),
        .reset(reset),
        .ALU_result(ALU_result),
        .ALU_out(ALU_out)
    );
    SL2 shift_left2 (
        .Instruction(Instruction),
        .Jump_address(Jump_address)
    );
    mux4_1 pcsource (
        .A(ALU_result),
        .B(ALU_out),
        .C(Jump_address),
        .D(Jump_address),
        .Y(pc_in),
        .sel(PCSource)
    );
    Control control (
        .ph1(ph1), 
        .reset(reset),
        .Zero(Zero),
        .Instruction(Instruction),
        .MemWrite(MemWrite), 
        .MemRead(MemRead), 
        .MemtoReg(MemtoReg),
        .PCWriteCond(PCWriteCond), 
        .PCWrite(PCWrite),
        .IorD(IorD),
        .IRWrite0(IRWrite0),
	.IRWrite1(IRWrite1),
	.IRWrite2(IRWrite2),
	.IRWrite3(IRWrite3),
        .RegDst(RegDst),
        .RegWrite(RegWrite),
        .ALUSrcA(ALUSrcA),
        .ALUSrcB(ALUSrcB),
        .ALUOp(ALUOp),
        .PCSource(PCSource)
    );
	Branch_logic bl (
		.PCWriteCond(PCWriteCond),
		.PCWrite(PCWrite),
		.Zero(Zero),
		.PCEn(PCEn)
	);
endmodule
module  Memory_data_register (
    input                   ph1, reset,
    input           [7:0]   MemData,
    output  reg     [7:0]   RegData
);
    always @(posedge ph1) begin
        if (reset) 
            RegData <= 8'b0;
        else
            RegData <= MemData;
    end    
endmodule
module Memory_prog (
    input           ph1, reset,
    input           MemRead, MemWrite,
    input   [7:0]   Address,
    input   [7:0]   Write_data,
    output  [7:0]   MemData,
	output [7:0] ans
);
    reg     [7:0]   mem[0:255];
    integer         i;
    always @(posedge ph1) begin
        if (reset) begin
		for (i = 0; i < 256; i = i + 1) begin
        		mem[i] = 8'b00000000;
      		end
            mem[0]  = 8'b00100000;  
            mem[1]  = 8'b00000011;
            mem[2]  = 8'b00000000;
            mem[3]  = 8'b00001000;
            mem[4]  = 8'b00100000;  
            mem[5]  = 8'b00000100;
            mem[6]  = 8'b00000000;
            mem[7]  = 8'b00000001;
            mem[8]  = 8'b00100000;  
            mem[9]  = 8'b00000101;
            mem[10] = 8'b11111111;
            mem[11] = 8'b11111111;
            mem[12] = 8'b00010000;  
            mem[13] = 8'b01100000;
            mem[14] = 8'b00000000;
            mem[15] = 8'b00010000;
            mem[16] = 8'b00000000;  
            mem[17] = 8'b10000101; 
            mem[18] = 8'b00100000;
            mem[19] = 8'b00100000;
            mem[20] = 8'b00000000;  
            mem[21] = 8'b10000101; 
            mem[22] = 8'b00101000;
            mem[23] = 8'b00100010;
            mem[24] = 8'b00100000;  
            mem[25] = 8'b01100011;
            mem[26] = 8'b11111111;
            mem[27] = 8'b11111111;
            mem[28] = 8'b00001000;  
            mem[29] = 8'b00000000;
            mem[30] = 8'b00000000;
            mem[31] = 8'b00000011;
            mem[32] = 8'b10100000;  
            mem[33] = 8'b00000100;
            mem[34] = 8'b00000000;
            mem[35] = 8'b11111111;
        end else begin
            if (MemWrite) begin
                mem[Address] = Write_data;
            end
        end    
    end
	assign MemData = MemRead ? mem[Address] : 8'b00000000;
	assign ans = mem[255];
endmodule
module PC (
	input ph1, reset, PCEn,
	input [7:0] pc_in,
	output reg [7:0] pc_out = 8'b0
);
	reg rst;
	always @(posedge ph1) begin
		if (reset) begin
			pc_out <= 8'b0;
			rst <= 1'b1;
		end else if (rst) begin
			rst <= 1'b0;
		end else if (PCEn) begin
			pc_out <= pc_in;
		end
	end
endmodule
module Registers (
    input   ph1, reset,
    input   RegWrite,
    input   [4:0]   Read_register_1, Read_register_2,
    input   [4:0]   Write_register,
    input   [7:0]   Write_data,
    output  [7:0]   Read_data_1, Read_data_2
);
    reg     [7:0]   gpr [0:7];
	integer i;
    always @(posedge ph1) begin
        if (reset) begin
		for (i = 0; i < 8; i = i + 1) begin
        		gpr[i] = 8'b00000000;
      		end
        end else begin
            if (RegWrite) begin
		if (!(Write_register == 5'b00000)) begin
			gpr[Write_register] = Write_data;
		end
            end
        end
    end
    assign Read_data_1 = gpr[Read_register_1];
    assign Read_data_2 = gpr[Read_register_2];
endmodule
module SL2 (
    input   [31:0]  Instruction,
    output  [7:0]   Jump_address
);
    assign Jump_address = Instruction[5:0] << 2;
endmodule
module mux2_1 (
    input [7:0] A, B,
    input sel,
    output [7:0] Y
);
    assign Y = !sel ? A : B;
endmodule
module mux2_1_5b (
    input [4:0] A, B,
    input sel,
    output [4:0] Y
);
    assign Y = !sel ? A : B;
endmodule
module mux4_1(
    input [7:0] A, B, C, D,
    input [1:0] sel,
    output [7:0] Y
);
    assign Y = sel[1] ? (sel[0]?D:C) : (sel[0]?B:A);
endmodule
```
==> deck_impl_summary.md <==
Run Summary

Timing
  • Slew HR: 23.17%
  • Final setup fails: 0
  • Post-layout period usage of the worst path: 29.08%
  • Slew at the pin with the worst max-slew slack: 1.144 ns
  • Final Max Tran Viols: 0
  • Fin crit period: 9.275 ns
  • Fmax achieved: 107.8 MHz
  • Final hold violations: 0
  • Setup TNS: 0 ns
  • RSZ-0062 raised after global routing: no
  • Worst Skew: 0.09475 ns

Global route
  • Global-route wire length before repair: 497.1 mm
  • Antenna violations before repair: 15
  • Gr ovfl total: 0
  • Total Routing Usage GR: 20.41%
  • Largest net degree at the start of global routing: 107
  • Vias in the first global route: 71456

Logic synthesis
  • Cell Type Count: 79
  • Yosys warning tally: 11
  • Synth Flop Type: edfxtp_1
  • Post-synth mux share: 6.693%
  • Cell area after synthesis: 105300 µm²
  • Top-area cell share: 60.42%
  • Post-Synth XOR/XNOR Area: 0.08320%
  • Post-Synth Simple-Gate Area: 23.12%
  • FA/HA/MAJ Cells, Area Fraction: 0.4065%
  • Aoi share: 4.382%
  • Cell area leaders: edfxtp_1 60%, and2_1 12%, nand2_1 4.7%
  • Register area share after synthesis: 62.24%
  • Ys cells: 8978
  • Mean post-synth cell area: 11.73 µm²
  • YS chip area: 105300 µm²
  • Ys async rst share: 0%
  • Post-synth regs: 2214
  • Area leader, netlist: edfxtp_1
  • Dominant comb cell: simple AND/OR/NAND/NOR gates
  • Mapped Cells: 8978
  • Number of synthesized flops with an enable pin: 2118

Floorplanning
  • Die Ht: 594.4 µm
  • Initial Utilization: 30.15%
  • IO Pins: 10
  • Rows: 217
  • DIE AREA: 353300 µm²
  • DIE WIDTH: 594.4 µm
  • Core ar.: 349200 µm²

Clock network
  • Worst-case clock buffer depth: 4
  • Hold Buf Count CTS: 0
  • Clock-pin transition on the worst setup and hold timing paths: 0.06 ns
  • CTS tree: done
  • Clock Tree Root: clkbuf_16
  • Late-Pin Clk Latency: 0.93 ns
  • Setup bufs post-CTS: 0
  • H-tree Lvls: 4
  • CTS Sinks: 2214
  • CTS buffer count: 233
  • Post-CTS sizing: 0

Detailed routing
  • Drt pass-1 iters: 6
  • DRC viols: 0
  • Wire per inst: 25.02 µm
  • Via count: 70673
  • Iter 0 DRT Violations: 5292
  • Vias per inst: 5.131
  • Remaining antenna violation count: 0
  • Post-Route WL: 344.6 mm

Worst setup path
  • Critical path class: in -> reg
  • CP required: 32.42 ns
  • CP Launch Type: primary input
  • CP Cell Sequence: buf_4, inv_8, nand2_1, nor2_1, nand2_2, buf_4, o21ai_0, buf_4
  • Delay of the slowest critical-path stage: 0.64 ns
  • Crit path DAT: 9.80 ns
  • Critical Path Fanout Max: 72
  • Worst Setup End Kind: flip-flop
  • CP max stage cell: nand2_2
  • Crit path top cell by count: buf_4

Finish
  • Fin cells: 13774
  • P&R area growth vs syn: 13.44%
  • Most frequent cells in the layout: 2118 x edfxtp_1, 1975 x and2_1, 1300 x nand2_1
  • Fraction of layout cells with a size suffix above 1: 11.13%
  • Most common logic cell in the routed design: edfxtp_1
  • Final instance area: 119400 µm²

Placement
  • IO Port Bufs: 9
  • Post-DP Area: 112100 µm²
  • GP Congestion: 0.9629
  • Post-DP HPWL: 221.3 mm
  • Dpl cells: 13357

Power and ir drop
  • Final Power: 7.016 mW
  • Pwr/cell area: 58.76 nW/µm²
  • Lkg Pwr: 42.55 nW
  • Worst VDD drop: 0.05657 mV

Job
  • Tool Warnings: 54
  • Max-Cap Viols: 0

Worst hold path
  • Hold Path Class: reg -> reg

Outcome
  • Status: finished clean
-- where the power goes --
part / switching, mW / total (mW) / internal [mW]
Sequential: 0.0571 / 3.33 / 3.27
Clock: 1.14 / 2.66 / 1.52
Combinational: 0.738 / 1.02 / 0.287
-- state kept, by name, summed over array words and instances (netlist names), 8 cells and up --
register / cells
memory.mem: 2048
registers.gpr: 64
instruction_register.Instruction: 27
control.state: 15
a_reg.A_data: 8
aluout.ALU_out: 8
b_reg.B_data: 8
memory_data_register.RegData: 8
pc.pc_out: 8
-- per-layer routing --
metal	GRT usage (%)	up-vias	share of wire (%)	wire length [µm]
met2	29.08	3890	43	149300
met5	1.095	-	0.18	628
li1	-	31791	-	-
met1	23.62	34205	34	118400
met3	14.53	755	17	57530
met4	8.687	32	5.5	18840
-- kinds of logic after synthesis --
family / after synthesis
xor gates and xnor gates: 10
and+or+nand+nor: 4705
AOI/OAI and AO/OA: 749
adders and majority gates: 33
muxes: 528
DFF: 2214
buffers and inverters: 739
-- synth_stat cells (50+ instances only) --
| cell | n |
|---|---|
| and2_1 | 1975 |
| a21oi_1 | 167 |
| dfxtp_1 | 96 |
| buf_2 | 172 |
| buf_1 | 50 |
| nor2_1 | 399 |
| clkbuf_1 | 433 |
| o21ai_0 | 278 |
| nand3_1 | 672 |
| and3_1 | 59 |
| nand2_1 | 1316 |
| mux4_2 | 137 |
| mux2i_1 | 381 |
| or3_1 | 82 |
| edfxtp_1 | 2118 |
| a311oi_1 | 55 |
-- stage by stage --
stage,setup slack [ns],utilization [%],hold WS (ns)
after detailed placement,21.97,32.10,0.3426
after CTS,22.90,34.19,0.3546
after global placement,22.02,32.10,0.3469
after floorplan,23.44,-,0.3246
after global routing,22.61,34.19,0.3661
final,22.62,34.20,0.3536
-- critical path: cells and delay by family --
kind / cells / cell delay, ns
simple gates: 3 / 1.42
compound gates: 1 / 0.32
buf+inv: 4 / 1.48
-- final timing paths --
| check | cells past startpoint | endpoint | startpoint | slack, ns |
|---|---|---|---|---|
| max | 8 | memory.mem[26][0] | reset | 22.62 |
| min | 0 | control.MemtoReg | control.state[14] | 0.35 |
| max reg2reg | 13 | instruction_register.Instruction[4] | control.IorD | 24.82 |
| min reg2reg | 0 | control.MemtoReg | control.state[14] | 0.35 |
-- final cells by class --
class | count | area [µm²]
Antenna cell | 7 | 17.52
Tap cell | 4599 | 5754
Timing Repair Buffer | 486 | 3831
Sequential cell | 2214 | 65550
Fill cell | 33250 | 229800
Multi-Input combinational cell | 6025 | 36810
Clock inverter | 120 | 1229
Inverter | 33 | 131.4
Clock buffer | 290 | 6088
Power and IR drop assume default switching activity.

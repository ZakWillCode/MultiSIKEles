## run.sh

```bash
#!/bin/bash
# OpenROAD 26Q1-2900-gdf79404cd8, Yosys 0.63+post, stock flow scripts
make -C /OpenROAD-flow-scripts/flow DESIGN_CONFIG=/design/flow/config.mk WORK_HOME=/design/flow/orfs finish
```

## config.mk

```make
export PLATFORM = sky130hd
export DESIGN_NAME = mux3_1
export DESIGN_NICKNAME = mux3_1
export VERILOG_FILES = /design/flow/design.v
export SDC_FILE = /design/flow/constraint.sdc
export NUM_CORES = 4
export LEC_CHECK = 1
export CORE_AREA = 10 10 70 70
export DIE_AREA = 0 0 80 80
```

## constraint.sdc

```tcl
current_design mux3_1

set clk_period 1.2
set clk_io_pct 0.2

create_clock -name clk0 -period $clk_period

set non_clock_inputs [all_inputs -no_clocks]
set_input_delay [expr $clk_period * $clk_io_pct] -clock clk0 $non_clock_inputs
set_output_delay [expr $clk_period * $clk_io_pct] -clock clk0 [all_outputs]
```

## design.v

```verilog
module mux3_1(
    input [7:0] A, B, C,
    input [1:0] sel,
    output [7:0] Y
);
    assign Y = sel[1] ? (sel[0] ? 8'b0 : C) : (sel[0] ? B : A);
endmodule
```

==> qor.csv <==
metric;value;unit
status;finished clean;
routed-via-count;310;
place_area;589;sq um
regArea;0;sq um
syn2layout_area_growth;238;%
leakagePower;0.320;nW
rows;21;
die_w;80;um
final_cell_mix;14 x dlygate4sd2_1, 8 x buf_2, 7 x mux2i_1, 7 x clkdlybuf4s50_1;
syn_inst;20;
stdcell_count;105;
slew-limit-headroom;87.9;%
placed_cells;99;
period_minus_slack;1160;ps
crit_fanout;1;
ant_nets;0;
post-route-cell-area;668;sq um
cp-end-kind;primary output;
postSynthSeqShare;0;%
vias_per_cell;2.95;
syn_area;198;sq um
grt_pass1_vias;375;
whs;812;ps
grt_max_degree;9;
pre_cts_ws;-752;ps
fill_cells;384;
period_used_share;96.7;%
wirelength;1300;um
n_clock_buffer;0;
drive_gt1_share;45.8;%
rsz0062_at_grt;no;
lay_top_count;dlygate4sd2_1;
grt_pass1_wl;2020;um
arrival;920;ps
gp_congestion;0.774;
max_freq;862;MHz
synthDistinctLibCells;4;
drt_iter0_drc;4;
n_sequential_cell;0;
setup_viol;0;
critical_path_class;in -> out;
initCoreUtil;5.79;%
power;0.198;mW
grt-ovfl-total;0;
die_y;80;um
drv_slew;0;
dp_hpwl;1110;um
insertedDiodeCount;0;
portBuffers;34;
crit_required;960;ps
ys_warn_count;0;
io_pins;34;
drc;0;
ir_drop;0.0000289;V
power_density;297;nW/um^2
die_area;6400;sq um
worst_pin_slew;177;ps
start_kind;primary input;
dr.pass1.iters;2;
ys_cells;20;
hold_viol;0;
fin_util;19.6;%
core-area;3420;sq um
routedWlPerCell;12.4;um
antenna_found_initial;0;
hold_path.class;in -> out;
tool_warnings;33;
setup_tns;0;ps
grt_util_all_layers;3.93;%
avgSynthCellArea;9.88;sq um
synth_chip_area;198;sq um
drv_cap;0;
fin_ws;39.3;ps
[cell usage after synthesis]
cell	n	area, sq um
buf_6	3	33.8
mux2i_1	8	80.1
nor2b_4	1	13.8
o2bb2ai_1	8	70.1
[final timing paths]
| kind | to | from | slack (ps) | cells past startpoint |
|---|---|---|---|---|
| setup / recovery | Y[6] | B[6] | 40 | 3 |
| hold / removal | Y[0] | B[0] | 810 | 3 |
[what timing repair did]
item                       4_1_cts  5_1_grt
pin swaps                        8        2
hold buffers                     0        0
setup endpoints to repair        8        8
setup buffers                    8        0
cloned                           0        0
gates resized                   53       12
[where the power goes]
group	switching (mW)	internal (mW)	total [mW]	leakage, nW
logic	0.0638	0.135	0.198	0.320
registers	0	0	0	0
clock network	0	0	0	0
[worst max-delay path, cell delays in order]
cell and delay (ps):
clkdlybuf4s50_1 480, o2bb2ai_2 90, buf_2 110
[layout make-up]
class | count | area, sq um | share of cell area [%]
timing repair buffer | 42 | 378 | 56.6
multi-input combinational | 17 | 233 | 34.8
tap | 46 | 57.6 | 8.61
[cells by family after synthesis]
group | synth area share, %
simple gates | 6.96
compound gates | 35.4
mux | 40.5
buf+inv | 17.1
[routing by layer]
layer,track usage [%],vias to the layer above,share of wire (%)
met5,0,-,0
met4,0,0,0
met3,0.455,0,3.9
met2,8.67,5,67
met1,3.82,145,29
li1,-,160,-
No activity file was given, so power comes from the tool's default toggle rates.

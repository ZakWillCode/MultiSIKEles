===== /design/flow/constraint.sdc =====
current_design data_mem

set clk_period 17.9
set clk_io_pct 0.2

create_clock -name clk0 -period $clk_period [get_ports {clk}]

set non_clock_inputs [all_inputs -no_clocks]
set_input_delay [expr $clk_period * $clk_io_pct] -clock clk0 $non_clock_inputs
set_output_delay [expr $clk_period * $clk_io_pct] -clock clk0 [all_outputs]

===== /design/flow/run.sh =====
#!/bin/bash
# OpenROAD 26Q1-2900-gdf79404cd8, Yosys 0.63+post, stock flow scripts
make -C /OpenROAD-flow-scripts/flow DESIGN_CONFIG=/design/flow/config.mk WORK_HOME=/design/flow/orfs finish

===== /design/flow/config.mk =====
export PLATFORM = sky130hd
export DESIGN_NAME = data_mem
export DESIGN_NICKNAME = data_mem
export VERILOG_FILES = /design/flow/design.v
export SDC_FILE = /design/flow/constraint.sdc
export NUM_CORES = 4
export LEC_CHECK = 1
export CORE_UTILIZATION = 30

===== /design/flow/design.v =====
 module data_mem  
 (  
	input 		            clk,
	input 		            rst,
	input  signed   [7:0]	result,  	 
    input           [7:0]   ea,
	input			        mem_en,  
	output signed   [7:0]	data  		 
 );  
	reg    signed   [7:0]   ram     [255:0]; 
	integer i;
	always @(negedge clk) begin 
		if (rst) begin
			for (i = 0; i < 256; i = i + 1) begin
        			ram[i] <= 8'b00000000;
      			end
		end else if (mem_en) begin
            ram[ea] <= result;  
        end
	end     
    assign data = ram[ea];
 endmodule  

==> flow_summary_export.csv <==
group,metric,value,unit
hold_path,worst_hold_startpoint,"ea[6]",
floorplanning,chipHeight,561.5,um
cells_and_area,largest-register,"ram",
status,outcome,"complete, no violations",
cells_and_area,areaGrowthSynthToFinish,21.49,%
routing,dr.first_iter.drc_count,3442,
yosys,top_cell_area_share,65.49,%
setup_path,critical_path.max_fanout,1,
clock_tree,cts.repair.resized,0,
placement,routabilityCongestion,0.9059,
power_and_ir_drop,share_seq_of_total_power,43.3,%
grt,antenna_violations_before_repair,9,
placement,placed_cells_incl_taps,9933,
clock_tree,cts_root_buf,"clkbuf_16",
timing,grt_setup_unrepaired,"false",
placement,place_hpwl,153800,um
hold_path,hold_depth,5,
cells_and_area,final_cell_count_no_fill,12400,
yosys,cell_count_in_the_yosys_report,6117,
setup_path,cp-end-kind,"output pin",
routing,total_length_of_routed_wires,257800,um
clock_tree,cts-htree-levels,4,
grt,grtUsageTotal,17.50,%
setup_path,arrival,13460,ps
setup_path,timing.critical_path.max_delay_family,"AND-OR/OR-AND gates",
setup_path,path_buffers,1,
routing,drt_drc_violations_left,0,
power_and_ir_drop,power.static_leakage,46.79,nW
timing,timing.final.max_slew_violations,0,
clock_tree,cts_sinks,2048,
placement,placed_cell_areas,98590,um^2
routing,antenna_left,0,
clock_tree,numCtsBuffers,220,
yosys,ys_warn_count,1,
grt,grt_pass1_vias,65910,
clock_tree,worst_setup_hold_path_clk_slew,30,ps
routing,route.detailed.wl_per_inst,20.79,um
setup_path,timing.critical_path.from_type,"flop",
yosys,numSynthFlops,2048,
timing,fin_tns_setup,0,ps
power_and_ir_drop,power_switching,0.003684,W
yosys,yosys.stat.chipArea,93910,um^2
cells_and_area,layout-drive-gt1-share,15.64,%
routing,first_pass_iters,8,
routing,dr_total_vias,58080,
timing,final-setup-viol-count,0,
yosys,ys_seq_share,65.49,%
hold_path,worst_hold_path.endpoint,"data[5]",
timing,final-hold-violation-count,0,
yosys,synthesis.area_per_instance,15.35,um^2
power_and_ir_drop,ir_drop,96.44,uV
setup_path,cp_cell_sequence,"mux4_2 > a22oi_1 > a21oi_1 > o41ai_1 > nand4_1 > clkdlybuf4s50_1",
yosys,syn_area,93910,um^2
cells_and_area,largestRegisters,"ram: 2048 flops",
power_and_ir_drop,power_share_of_the_combinational_group,5.6,%
power_and_ir_drop,netSwitchingFraction,28.32,%
placement,placement.io_buffers,26,
yosys,cell_count_after_synthesis,6117,
grt,grt.overflow.total,0,
setup_path,worst_path_max_delay_cell,"o41ai_1",
yosys,topCellsByArea,"edfxtp_1 65%, and2_1 13%, mux4_2 12%",
power_and_ir_drop,power_per_cell_area,114.0,nW/um^2
floorplanning,io_pins,27,
setup_path,critical_path_class,"flop to output pin",
job,max_cap_violations,0,
cells_and_area,postLayoutCellArea,114100,um^2
timing,worstMarginPinSlew,1197,ps
timing,max-slew-margin-rel,19.89,%
floorplanning,die_width,561.5,um
job,tool_warnings,1030,
cells_and_area,largest_register_ffs,2048,
setup_path,crit_path_max_incr_delay,1000,ps
setup_path,worst_ep_required_time,14320,ps
power_and_ir_drop,p_int,0.009324,W
routing,detail_route.vias_per_cell,4.684,
floorplanning,rows,205,
hold_path,hold_path_class,"input pin to output pin",
power_and_ir_drop,share_clk_of_total_power,51.1,%
grt,wire_length_of_the_first_global_routing_pass,383400,um
grt,grt_max_degree,145,
clock_tree,count_of_hold_buffers_inserted_by_post_cts_repair,0,
floorplanning,design.core.area,311600,um^2
yosys,synthDominantAreaCellType,"edfxtp_1",
cells_and_area,utilization,36.61,%
yosys,tally_of_unique_sky130hd_cells_used_after_synthesis,26,
floorplanning,die-area,315300,um^2
clock_tree,cts_tree,"done",
floorplanning,fp-utilization,30.13,%
clock_tree,post-cts-setup-buffer-count,0,
clock_tree,max-clock-path-buffers,3,
-- worst max path at each step --
stage / start / end / depth (start not counted)
finish: ram[231][6] / data[6] / 6
CTS: ram[231][6] / data[6] / 6
global route: ram[239][6] / data[6] / 6
-- cell usage after synthesis (all sizes together) --
library cell and number:
edfxtp 2048, a21oi 128, nor2 259, nor2b 9, or2 243, nand2b 7
mux4 512, inv 1, nor3 5, and3 131, a21o 16, nand4 8
clkbuf 375, o41ai 32, a22oi 256, nand3 7, and2 1922, nand2 37
buf 121
-- tightest hold or removal path: stages --
cell             delay, ps
clkdlybuf4s50_1        520
and2_1                 380
o41ai_1                170
nand4_1                210
clkdlybuf4s50_1        480
-- power groups by stage --
stage / registers, W / logic [W] / clock network (W)
global route: 0.00564 / 0.000773 / 0.00742
CTS: 0.00563 / 0.000732 / 0.00687
finish: 0.00563 / 0.000729 / 0.00665
-- placed cells by master, fill, tap and decap left out, drive strengths merged --
| cell | synthesis | final |
|---|---|---|
| mux4 | 512 | 512 |
| nor3 | 5 | 5 |
| o41ai | 32 | 32 |
| clkinvlp | 0 | 56 |
| clkdlybuf4s50 | 0 | 15 |
| nand3 | 7 | 7 |
| nor2 | 259 | 259 |
| and3 | 131 | 131 |
| a21o | 16 | 16 |
| nand4 | 8 | 8 |
| diode | 0 | 6 |
| clkinv | 0 | 13 |
| edfxtp | 2048 | 2048 |
| nand2 | 37 | 37 |
| a22oi | 256 | 256 |
| nor2b | 9 | 9 |
| bufinv | 0 | 44 |
| a21oi | 128 | 128 |
| or2 | 243 | 243 |
| buf | 121 | 157 |
| clkbuf | 375 | 221 |
| nand2b | 7 | 7 |
| and2 | 1922 | 1922 |
| inv | 1 | 2128 |
-- layer usage --
layer	global-route usage (%)	routed length, um
met1	19.20	90830
met2	25.05	120700
met3	13.15	36750
met4	8.506	9382
met5	0.3464	154
-- logic make-up after synthesis --
kind of cell,count (synthesis),share of synthesized area (%)
and+or+nand+nor,2628,16.82
DFF,2048,65.49
muxes,512,12.28
buffers and inverters,497,2.254
AOI/OAI and AO/OA,432,3.155
-- cell type report --
type / count / area, um^2
diodes: 6 / 15.01
clock buffers: 221 / 5530
clock inverters: 2241 / 9952
fillers: 28340 / 197600
multi-input cells: 3572 / 30370
flip-flops and latches: 2048 / 61500
well taps: 4140 / 5180
repair buffers: 172 / 1536
-- metrics by stage --
stage | power [W] | hold slack, ps | setup WS, ps
2_1_floorplan | 0.006784 | 7500 | 3357
3_3_place_gp | 0.007083 | 8924 | 1527
3_5_place_dp | 0.007091 | 8916 | 1513
4_1_cts | 0.01324 | 8937 | 864.6
5_1_grt | 0.01383 | 8982 | 879.1
6_report | 0.01301 | 8935 | 860.4
Power figures rest on the tool's default switching activity, not on a simulated workload.
